File: ./run.sh
#!/bin/bash
# OpenROAD 26Q1-2900-gdf79404cd8, Yosys 0.63+post, stock flow scripts
make -C /OpenROAD-flow-scripts/flow DESIGN_CONFIG=/design/flow/config.mk WORK_HOME=/design/flow/orfs finish
File: ./config.mk
export PLATFORM = sky130hd
export DESIGN_NAME = TPO
export DESIGN_NICKNAME = TPO
export VERILOG_FILES = /design/flow/design.v
export SDC_FILE = /design/flow/constraint.sdc
export NUM_CORES = 4
export LEC_CHECK = 1
export CORE_UTILIZATION = 40
File: ./constraint.sdc
current_design TPO

set clk_period 8.5
set clk_io_pct 0.2

create_clock -name clk0 -period $clk_period [get_ports {clk}]

set non_clock_inputs [all_inputs -no_clocks]
set_input_delay [expr $clk_period * $clk_io_pct] -clock clk0 $non_clock_inputs
set_output_delay [expr $clk_period * $clk_io_pct] -clock clk0 [all_outputs]
File: ./design.v
module TPO(clk, rst, en, Din, mode, OUT);
input clk, rst, en;
input signed [7:0] Din;
input [1:0] mode;
output reg signed [14:0] OUT;
reg [12:0] Din_temp;
reg [12:0] Din_buffer;
wire [13:0] out_temp;
always @(posedge clk or posedge rst) begin
	if (rst) begin
	    Din_temp <= 8'd0;
	end
	else if(en) begin
		Din_temp <= {Din, 5'd0};
	end
	else begin
		Din_temp <= Din_temp;
	end
end
always @(posedge clk or posedge rst) begin
	if (rst) begin
	    Din_buffer <= 8'd0;
	end
	else if(en) begin
		Din_buffer <= Din_temp;
	end
	else begin
		Din_buffer <= Din_buffer;
	end
end
assign out_temp = {Din_temp[12], Din_temp} + (~({Din_buffer[12], Din_buffer}) + 1);
always @(posedge clk or posedge rst) begin
	if (rst) begin
	    OUT <= 15'd0;
	end
	else if(en) begin
		case(mode)
		     0: begin
		     	OUT <= {Din_buffer[12], Din_buffer[12], Din_buffer} + (({out_temp[13], out_temp} >>> 4) + ({out_temp[13], out_temp} >>> 5));
		     end
		     1: begin
		     	OUT <= {Din_buffer[12], Din_buffer[12], Din_buffer} + (out_temp >>> 2) + (out_temp >>> 5);
		     end
		     2: begin
		     	OUT <= {Din_buffer[12], Din_buffer[12], Din_buffer} + (out_temp >>> 1);
		     end
		     default: begin
		     	OUT <= OUT;
		     end
		endcase
	end
	else begin
		OUT <= OUT;
	end
end
endmodule
==> results.txt <==
Notes on the physical implementation.

- The placer's final routability congestion estimate is 0.898, for reference.
- The critical path endpoint has a required time of 8.67 ns.
- The met1 capacity usage during global routing is 31.5%, for reference.
- The final layout report lists a filler cell count of 788.
- The worst-case clock skew is 0.00256 ns, for reference.
- The timing report gives the biggest stage delay along the critical path as 0.50 ns.
- After detailed routing, the number of vias per cell comes to 5.28.
- No sink is reached through more buffers than the 2 on the longest clock path.
- Looking at the post-CTS report, the setup buffer insertion count equals 0.
- The critical hold path startpoint is OUT[6]$_DFFE_PP0P_, for reference.
- The total global-route track usage is 19.5%, for reference.
- After synthesis, the mean cell area works out to 8.63 sq um.
- The count of flip-flops with a built-in enable after synthesis is 0, for reference.
- The count of warning messages emitted by the tools is 28, for reference.
- The mapped netlist covers 3270 sq um.
- The number of clock buffers added by TritonCTS is 5.
- Gates resized during post-CTS repair numbered 0.
- The overall chip area is 8550 sq um, for reference.
- The initial antenna violation count was 0.
- In the post-route report, total wirelength is listed as 7330 um.
- STA reports a reg2reg setup slack of 3.62 ns.
- The clock insertion delay at the later pin of the skew report is 0.27 ns, for reference.
- The post-placement cell area is 3650 sq um.
- The worst setup path is captured at a flop.
- Looking at the power breakdown, combinational cells take 78.6% of the total.
- The count of standard-cell rows is 32, for reference.
- Setup repair after global routing left no endpoint under its margin.
- The die is 92.4 um wide.
- The core outline area is 7810 sq um, for reference.
- For the worst reg-to-reg path, the endpoint reported by OpenROAD is OUT[12]$_DFFE_PP0P_.
- The power density over the cells is 395 nW/um^2, for reference.
- In the hold report, the worst path ends at OUT[6]$_DFFE_PP0P_.
- The leakage dissipation is 0.00169 uW, for reference.
- The number of buffers and inverters on the critical path is 4.
- The pin count of the biggest net entering global routing is 32, for reference.
- The total count of max-transition violations in the final report is 0, for reference.
- The met2 usage in global routing is 29.9%, for reference.
- The buffer cell driving the clock tree root is sky130_fd_sc_hd__clkbuf_8, for reference.
- The synthesized netlist handed to floorplanning was reported with a cell count of 379.
- The HPWL after detailed placement is 5860 um.
- In the Yosys stats the netlist draws on 60 distinct library cells.
- The report puts the cell count of the worst reg-to-reg path at 19.
- Listed in order, past its start point the critical path passes inv_1, ha_1, inv_1, fa_1, a31o_4, a21o_2, a21o_1, xor2_1, inv_1, fa_1, inv_1, ha_1, nor2b_1, o31a_1, o311ai_1, a21boi_0, xor2_1, o21ai_0, a22o_1.
- The share of the core filled by cells before placement is 41.9%, for reference.
- The total overflow reported by the global router is 0, for reference.
- Across all layers, the routed design uses 2676 vias.
- The post-route fraction of the period consumed by the critical path is 57.4%, for reference.
- The transition at the pin with the smallest max-transition slack is 0.847 ns, for reference.
- The first global-routing pass estimated 12800 um of wire.
- Compared with the post-synthesis result, the final layout area differs by 13.9%.
- The total iterations of the first detailed-routing run is 6, for reference.
- The clock sink count is 31, for reference.
- Once iteration 0 of detailed routing completed, the report listed 125 DRC markers.
- The count of final hold-check violations is 0, for reference.
- The critical path's most frequent cell is sky130_fd_sc_hd__inv_1, for reference.
- The number of global-route vias before repair is 2604.
- The count of hold buffers inserted by post-cts repair is 0, for reference.
- The number of flip-flops and latches in the synthesized netlist is 31, for reference.
- The class of the most critical hold timing path is flop to flop, for reference.
- Warnings reported by Yosys during synthesis add up to 1.
- The utilization of the core after routing is 47.7%, for reference.
- The detail route stage leaves a number of antenna-violating nets equal to 0.
- The clock tree from TritonCTS is done, for reference.
- Per the finish-stage timing summary, setup violations number 0.
- In this design, the largest share of critical-path delay is due to AND-OR/OR-AND gates.
- The worst setup path is of the flop to flop kind.
- VDD sags by at most 131 uV.
- The area of all placed cells without fillers is 3730 sq um, for reference.
- The vertical die size is 92.4 um, for reference.
- Per the GRT log, the top usage layer is met1.
- The number of cells reported by Yosys stat comes to 379.
- The number of maximum-capacitance violations recorded for the run is 0.
- The chip area from the yosys synthesis statistics is 3270 sq um, for reference.
- The run finished with clean final reports.
- Per the detail_route report, DRC violations left total 0.
- Per the cell usage report, the commonest logic cells after layout are 45 x sky130_fd_sc_hd__ha_1, 38 x sky130_fd_sc_hd__inv_1, 36 x sky130_fd_sc_hd__nand2_1, 31 x sky130_fd_sc_hd__dfrtp_1, 29 x sky130_fd_sc_hd__o21ai_0.
- Pin placement for this block handled 28 I/O pins.
- The count of buffers added on input and output ports is 27.
- For this run, the leading register cell type out of synthesis is sky130_fd_sc_hd__dfrtp_1.
- For this run, asynchronously set or reset flops after synthesis account for 100%.
- The reported net switching power is 688 uW, for reference.
- Of the synthesized area, sequential elements account for 23.7%.
- The H-tree depth reported by CTS is 2, for reference.
- The sequential cell fraction of total power is 14.2%, for reference.
- Dividing the detail-routed wire length by the instance count gives 14.5 um.
- The count of antenna diodes in the layout is 0, for reference.
- In the global route stage, met3 resource usage came out at 2.26%.
- Looking at the critical path, the single cell with the biggest stage delay is sky130_fd_sc_hd__xor2_1.
- The number of cells on the worst hold path is 1, for reference.
- Internal power comes to 785 uW.
- The smallest clock period supported by the final layout is computed as 4.88 ns.
- The share of power burned in the clock network is 7.2%, for reference.
- Summing internal, switching and leakage power gives 1470 uW.
- The switching share of total power is 46.7%, for reference.
- The highest fanout seen on the critical path is 5, for reference.
- The highest clock rate this design can be run at is 205 MHz.
- Summed over all failing endpoints, the final setup total negative slack is 0 ns.
- The share of post-route cells with drive strength above 1 is 8.64%, for reference.
- The critical path launch point type is a flop, for reference.
- The signal arrival time at the worst endpoint is 5.04 ns, for reference.
- Per the cell usage report, the commonest logic cell in the layout is sky130_fd_sc_hd__ha_1.
- The clock transition at the registers of the reported paths is 0.06 ns, for reference.
- The worst slew margin relative to its limit is 43.5%, for reference.
- STA lists the startpoint of the worst register-to-register path as Din_temp[5]$_DFFE_PP0P_.
==> state kept, by name, indices dropped and copies added (netlist names) <==
register	cells
Din_buffer	8
Din_temp	8
OUT	15
==> per-layer routing <==
metal	share of wire, %	vias to the layer above
met5	0	-
met4	0.52	0
met3	5.8	2
met2	43	64
met1	50	1222
li1	-	1388
==> cells in the mapped netlist (all sizes together), types with 3 or more instances <==
library cell	number	area [sq um]
dfrtp	31	776
a31o	3	35.0
a31oi	5	46.3
a221oi	5	43.8
a21oi	27	139
nor3	4	20.0
a21o	7	53.8
o21ai	33	173
a211oi	3	22.5
clkbuf	10	37.5
nand3	4	25.0
and3	3	18.8
nand2	36	135
fa	9	180
xor2	8	77.6
o31ai	5	37.5
ha	45	563
inv	40	150
nor2b	5	33.8
nand2b	4	25.0
o21a	3	22.5
xnor2	22	211
mux2	7	78.8
nor2	27	101
or2	3	18.8
==> worst max path at each step <==
| stage | from | end | cells past startpoint |
|---|---|---|---|
| after CTS | Din_temp[5]$_DFFE_PP0P_ | OUT[12]$_DFFE_PP0P_ | 19 |
| after global routing | Din_temp[5]$_DFFE_PP0P_ | OUT[11]$_DFFE_PP0P_ | 20 |
| final | Din_temp[5]$_DFFE_PP0P_ | OUT[12]$_DFFE_PP0P_ | 19 |
==> kinds of logic after synthesis <==
group	count (synthesis)	share of synthesized area (%)
multiplexers	9	3.02
AND/OR/NAND/NOR	95	13.7
AND-OR/OR-AND	109	22.2
buffers and inverters	51	5.85
adder cells (fa/ha/maj)	54	22.7
XOR/XNOR	30	8.83
flip-flops	31	23.7
==> power groups by stage <==
stage | combinational [uW] | clock [uW] | sequential (uW)
5_1_grt | 1320 | 119 | 216
4_1_cts | 1160 | 113 | 210
6_report | 1160 | 106 | 209
==> cell type report <==
cell class	instances	area (sq um)	share of cell area (%)
Inverter	41	154	4.13
Timing Repair Buffer	30	293	7.86
Clock buffer	6	72.6	1.95
Multi-Input combinational cell	297	2300	61.8
Tap cell	102	128	3.42
Sequential cell	31	776	20.8
==> through the flow <==
step / setup WS [ns] / hold WS [ns] / cells
floorplan: 4.23 / 0.424 / 379
global placement: 3.66 / 0.458 / 501
detailed placement: 3.69 / 0.465 / 501
CTS: 3.66 / 0.480 / 507
global route: 3.29 / 0.502 / 507
finish: 3.62 / 0.475 / 507
Power figures rest on the tool's default switching activity, not on a simulated workload.
