==> design.v <==
module MPC(clk, rst, en, Din, OUT);
input clk, rst, en;
input signed [17:0] Din;
output signed [27:0] OUT;
reg signed [27:0] D [0:13];
wire signed [27:0] D_4;
wire signed [27:0] D_9;
wire signed [27:0] D_13;
integer i;
always @(posedge clk or posedge rst) begin
	if (rst) begin
	    for(i = 0; i < 14; i = i + 1) begin
	    	D[i] <= 28'd0;
	    end
	end
	else if(en) begin
		for(i = 1; i < 14; i = i + 1) begin
			D[0] <= {Din, 10'd0};
			D[i] <= D[i - 1];
		end
	end
	else begin
		for(i = 0; i < 14; i = i + 1) begin
			D[i] <= D[i];
		end
	end
end
assign D_4 = (D[4] >>> 2) + (D[4] >>> 4) + (D[4] >>> 9) + (D[4] >>> 10);
assign D_9 = (D[9] >>> 1);
assign D_13 = (D[13] >>> 7) + (D[13] >>> 9);
assign OUT = D[0] + D_9 + D_13;
endmodule
==> run.sh <==
#!/bin/bash
# OpenROAD 26Q1-2900-gdf79404cd8, Yosys 0.63+post, stock flow scripts
make -C /OpenROAD-flow-scripts/flow DESIGN_CONFIG=/design/flow/config.mk WORK_HOME=/design/flow/orfs finish
==> config.mk <==
export PLATFORM = sky130hd
export DESIGN_NAME = MPC
export DESIGN_NICKNAME = MPC
export VERILOG_FILES = /design/flow/design.v
export SDC_FILE = /design/flow/constraint.sdc
export NUM_CORES = 4
export LEC_CHECK = 1
export CORE_UTILIZATION = 40
==> constraint.sdc <==
current_design MPC

set clk_period 9.1
set clk_io_pct 0.2

create_clock -name clk0 -period $clk_period [get_ports {clk}]

set non_clock_inputs [all_inputs -no_clocks]
set_input_delay [expr $clk_period * $clk_io_pct] -clock clk0 $non_clock_inputs
set_output_delay [expr $clk_period * $clk_io_pct] -clock clk0 [all_outputs]
==> impl_metrics.toml <==
# implementation run metrics
[final_timing]
worst_pin_slew_ns = 0.776
fmax_mhz = 164
slew_violations = 0
setup-tns-final_ns = 0
rsz0062_at_grt = "no"
skew_ns = 0.00563
fin_crit_ns = 6.11
maxSlewHeadroom_pct = 48.3
setup_violations = 0
fin_crit_sh_pct = 67.1
hold_viol = 0

[pwr]
peakVddDrop_mv = 0.186
power_frac_clock_pct = 19.0
seqPwrFrac_pct = 31.2
leakage_nw = 5.91
finalPower_mw = 5.45
p_per_area_nw_per_um2 = 415
net-switching-power_mw = 1.80
p_comb_share_pct = 49.8
internal_power_mw = 3.65
switching_share_pct = 33.1

[die]
die_y_um = 171
coreArea_um2 = 28000
fp_util_pct = 40.9
num_io_pins = 49
fp.dieW_um = 171
dieArea_um2 = 29300
rows = 61

[global_routing]
antenna_found_initial = 0
grt_pass1_wl_um = 31500
grt_pass1_vias = 6079
grt.overflow.total = 0
grt_max_degree = 97
track_usage_pct = 13.8

[layout]
drive_above_1_share_pct = 29.5
top_register = "D"
top_regs = "D x252"
largest_register_ffs = 252
area_growth_pct = 14.5
fillCellCount = 2474

[synthesis]
top_area_share_pct = 55.0
syn_area_um2 = 11500
netlist_instances = 855
synth_cell_types = 45
ys_area_um2 = 11500
top_area_cell = "dfrtp_1"
ys_warn_count = 2
yosysMostFrequentCell = "dfrtp_1"
edf_count = 0
ys.flops = 252
common_cells = "252 x dfrtp_1, 220 x mux2_2, 65 x inv_1"
ys_seq_share_pct = 55.0
yosys_most_used_dff = "dfrtp_1"
async_reset_ff_share_pct = 100
avgSynthCellArea_um2 = 13.4
ys_cells = 855
area_leaders = "dfrtp_1 55%, mux2_2 22%, fa_1 4.9%, ha_1 4.6%, inv_1 2.1%"

[placement]
port_buffers = 47
place.gp.congestion = 0.843
place_hpwl_um = 12100

[drt]
final_antenna_net_count = 0
vias_per_cell = 4.82
wl_um = 18200
dr.pass1.iters = 4
vias = 6232
diodes = 0
drcViolationCount = 0
wl_per_cell_um = 14.1
drt-initial-drc-count = 349

[status]
status = "finished, final reports clean"

[setup_path]
cp-end-kind = "output pin"
crit_end = "OUT[27]"
cp_num_buf_inv = 3
slowest_stage = "fa_1"
r2r_start = "D[13][27]"
worstPathRequired_ns = 7.28
crit_path_start = "D[13][19]"
crit_path_start_kind = "flip-flop"
path_depth = 12
crit_type = "flip-flop to output pin"
max_stage_delay_ns = 0.52
crit_arrival_ns = 4.29
critical_path.max_fanout = 6
r2r-end = "D[13][27]"
r2r_setup_slack_ns = 8.11
cp_cell_sequence = "inv_1, fa_1, fa_1, inv_1, ha_1, and4_1, nand2_1, a21o_1, a2111oi_2, o221ai_1, xnor2_1, clkdlybuf4s50_1"
cp_top_family = "adder cells"
r2r_cells = 2

[clock_network]
clock-sinks = 252
htreeDepth = 1
path_clk_slew_ns = 0.06
numCtsBuffers = 27
clockRootBuffer = "clkbuf_16"
post_cts_buffers = 0
tritoncts = "done"
clk_latency_ns = 0.51
ctsResizeCount = 0
cts_hold_buf = 0
cts_max_path_buffers = 3

[worst_hold_path]
whs_path_depth = 2
min-delay-path-class = "flip-flop to flip-flop"

[run]
cap_violations = 0
warnings = 25
==> logic make-up after synthesis <==
family	after synthesis	synth area share, %
AOI/OAI and AO/OA	95	4.95
xor gates and xnor gates	21	1.60
adders and majority gates	70	9.48
buffers and inverters	104	3.82
DFF	252	55.0
muxes	221	21.7
other	1	0.0327
and+or+nand+nor	91	3.40
==> tightest hold or removal path, delay by kind of cell (launching register included) <==
kind | cells | cell delay, ns
flip-flops | 1 | 0.34
AND/OR/NAND/NOR | 1 | 0.05
AND-OR/OR-AND | 1 | 0.05
==> final cells by class <==
cell class / instances / area [µm²] / area share [%]
multi-input combinational: 499 / 4720 / 36.0
sequential: 252 / 6310 / 48.1
timing repair buffer: 53 / 520 / 3.97
tap: 378 / 473 / 3.60
inverter: 65 / 251 / 1.92
clock buffer: 40 / 785 / 5.98
clock inverter: 6 / 67.6 / 0.515
==> worst min-delay path by stage <==
stage              from         to  slack [ns]
finish        D[12][22]  D[13][22]        0.48
global route   D[4][13]   D[5][13]        0.51
CTS            D[8][11]   D[9][11]        0.48
==> power by group through the flow <==
stage | clock (mW) | combinational [mW] | sequential, mW
CTS | 1.07 | 2.76 | 1.71
global route | 1.12 | 3.08 | 1.76
finish | 1.04 | 2.71 | 1.70
==> stage by stage <==
| stage | instances | hold WS [ns] | worst slack (ns) | utilization [%] | cell area (µm²) |
|---|---|---|---|---|---|
| after floorplan | 855 | 0.449 | 0.352 | - | 11500 |
| final | 1293 | 0.477 | 2.99 | 46.8 | 13100 |
| after CTS | 1293 | 0.485 | 2.89 | 46.8 | 13100 |
| after global routing | 1293 | 0.511 | 2.73 | 46.8 | 13100 |
| after detailed placement | 1247 | 0.470 | 3.46 | 43.8 | 12300 |
| after global placement | 1247 | 0.465 | 3.45 | 43.8 | 12300 |
==> layout by cell type (no fill, tap or decap), types with 2 or more instances in the layout <==
master	count
a211oi_1	3
a21o_1	4
a21oi_1	22
a221oi_1	2
a31oi_1	3
and3_1	2
buf_4	6
clkbuf_1	7
clkbuf_16	27
clkbuf_8	6
clkdlybuf4s50_1	46
clkinv_4	2
clkinvlp_4	2
dfrtp_1	252
fa_1	28
ha_1	42
inv_1	64
mux2_2	220
nand2_1	54
nand3_1	5
nand4_1	3
nor2_1	15
nor2b_1	3
nor3_1	4
o211ai_1	3
o21a_1	3
o21ai_0	41
o21bai_1	2
o221ai_1	2
o22ai_1	2
xnor2_1	16
xor2_1	5
==> routing by layer <==
metal	vias up	wire length [µm]	track usage, %	part of all wire, %
met1	3090	9800	25.3	54
met2	96	7360	18.1	40
met5	-	0	0	0
met4	0	267	1.90	1.5
li1	3026	-	-	-
met3	20	795	2.51	4.4
No activity file was given, so power comes from the tool's default toggle rates.
