`/design/flow/design.v`:
```
`timescale 1ns/10ps
module DFF(clk, rst, D, Q);
input clk, rst;
input [17:0] D;
output reg [17:0] Q;
always @(posedge clk or posedge rst) begin
	if (rst) begin
	    Q <= 18'd0;
	end
	else begin
		Q <= D;
	end
end
endmodule
module FA(in1, in2, out);
input signed [15:0] in1;
input signed [17:0] in2;
output signed [17:0] out;
assign out = in1 + in2;
endmodule
`timescale 1ns/10ps
module SRRC(clk, rst, en, Din, Dout);
input clk, rst, en;
input [1:0] Din;
output [17:0] Dout;
wire signed [15:0] din;
wire signed [15:0] m [0:32];
wire [17:0] q [0:31]; 
wire [17:0] sum [0:31];
assign din = {Din, 14'd0};
assign m[0] = ~((din >>> 7) + (din >>> 9) + (din >>> 11)) + 1;
assign m[1] = ~((din >>> 8) + (din >>> 11) + (din >>> 13)) + 1;
assign m[2] = (din >>> 6) - (din >>> 8) - (din >>> 11) + (din >>> 14);
assign m[3] = (din >>> 6) + (din >>> 10) - (din >>> 12) - (din >>> 14);
assign m[4] = (din >>> 9) + (din >>> 12);
assign m[5] = ~((din >>> 6) + (din >>> 10) + (din >>> 12)) + 1;
assign m[6] = ~((din >>> 6) - (din >>> 9) + (din >>> 11) + (din >>> 14)) + 1;
assign m[7] = (din >>> 6) + (din >>> 9) - (din >>> 11) - (din >>> 13);
assign m[8] = (din >>> 4) - (din >>> 6) - (din >>> 8) + (din >>> 11) + (din >>> 14);
assign m[9] = (din >>> 6) - (din >>> 10) - (din >>> 13);
assign m[10] = ~((din >>> 4) + (din >>> 6) - (din >>> 10) - (din >>> 13)) + 1;
assign m[11] = ~((din >>> 3) + (din >>> 5) + (din >>> 9)) + 1;
assign m[12] = ~((din >>> 3) - (din >>> 6) - (din >>> 8) + (din >>> 13)) + 1;
assign m[13] = (din >>> 3) + (din >>> 5) + (din >>> 9) + (din >>> 11) - (din >>> 13);
assign m[14] = (din >>> 1) + (din >>> 4) + (din >>> 6) + (din >>> 9) - (din >>> 12) - (din >>> 14);
assign m[15] = din - (din >>> 5) + (din >>> 7) - (din >>> 9) - (din >>> 11) - (din >>> 13);
assign m[16] = din + (din >>> 3) + (din >>> 7) + (din >>> 9) - (din >>> 11);
assign m[17] = din - (din >>> 5) + (din >>> 7) - (din >>> 9) - (din >>> 11) - (din >>> 13);
assign m[18] = (din >>> 1) + (din >>> 4) + (din >>> 6) + (din >>> 9) - (din >>> 12) - (din >>> 14);
assign m[19] = (din >>> 3) + (din >>> 5) + (din >>> 9) + (din >>> 11) - (din >>> 13);
assign m[20] = ~((din >>> 3) - (din >>> 6) - (din >>> 8) + (din >>> 13)) + 1;
assign m[21] = ~((din >>> 3) + (din >>> 5) + (din >>> 9)) + 1;
assign m[22] = ~((din >>> 4) + (din >>> 6) - (din >>> 10) - (din >>> 13)) + 1;
assign m[23] = (din >>> 6) - (din >>> 10) - (din >>> 13);
assign m[24] = (din >>> 4) - (din >>> 6) - (din >>> 8) + (din >>> 11) + (din >>> 14);
assign m[25] = (din >>> 6) + (din >>> 9) - (din >>> 11) - (din >>> 13);
assign m[26] = ~((din >>> 6) - (din >>> 9) + (din >>> 11) + (din >>> 14)) + 1;
assign m[27] = ~((din >>> 6) + (din >>> 10) + (din >>> 12)) + 1;
assign m[28] = (din >>> 9) + (din >>> 12);
assign m[29] = (din >>> 6) + (din >>> 10) - (din >>> 12) - (din >>> 14);
assign m[30] = (din >>> 6) - (din >>> 8) - (din >>> 11) + (din >>> 14);
assign m[31] = ~((din >>> 8) + (din >>> 11) + (din >>> 13)) + 1;
assign m[32] = ~((din >>> 7) + (din >>> 9) + (din >>> 11)) + 1;
DFF u_DFF0 (.clk(clk), .rst(rst), .D(sum[1]), .Q(q[0]));
DFF u_DFF1 (.clk(clk), .rst(rst), .D(sum[2]), .Q(q[1]));
DFF u_DFF2 (.clk(clk), .rst(rst), .D(sum[3]), .Q(q[2]));
DFF u_DFF3 (.clk(clk), .rst(rst), .D(sum[4]), .Q(q[3]));
DFF u_DFF4 (.clk(clk), .rst(rst), .D(sum[5]), .Q(q[4]));
DFF u_DFF5 (.clk(clk), .rst(rst), .D(sum[6]), .Q(q[5]));
DFF u_DFF6 (.clk(clk), .rst(rst), .D(sum[7]), .Q(q[6]));
DFF u_DFF7 (.clk(clk), .rst(rst), .D(sum[8]), .Q(q[7]));
DFF u_DFF8 (.clk(clk), .rst(rst), .D(sum[9]), .Q(q[8]));
DFF u_DFF9 (.clk(clk), .rst(rst), .D(sum[10]), .Q(q[9]));
DFF u_DFF10 (.clk(clk), .rst(rst), .D(sum[11]), .Q(q[10]));
DFF u_DFF11 (.clk(clk), .rst(rst), .D(sum[12]), .Q(q[11]));
DFF u_DFF12 (.clk(clk), .rst(rst), .D(sum[13]), .Q(q[12]));
DFF u_DFF13 (.clk(clk), .rst(rst), .D(sum[14]), .Q(q[13]));
DFF u_DFF14 (.clk(clk), .rst(rst), .D(sum[15]), .Q(q[14]));
DFF u_DFF15 (.clk(clk), .rst(rst), .D(sum[16]), .Q(q[15]));
DFF u_DFF16 (.clk(clk), .rst(rst), .D(sum[17]), .Q(q[16]));
DFF u_DFF17 (.clk(clk), .rst(rst), .D(sum[18]), .Q(q[17]));
DFF u_DFF18 (.clk(clk), .rst(rst), .D(sum[19]), .Q(q[18]));
DFF u_DFF19 (.clk(clk), .rst(rst), .D(sum[20]), .Q(q[19]));
DFF u_DFF20 (.clk(clk), .rst(rst), .D(sum[21]), .Q(q[20]));
DFF u_DFF21 (.clk(clk), .rst(rst), .D(sum[22]), .Q(q[21]));
DFF u_DFF22 (.clk(clk), .rst(rst), .D(sum[23]), .Q(q[22]));
DFF u_DFF23 (.clk(clk), .rst(rst), .D(sum[24]), .Q(q[23]));
DFF u_DFF24 (.clk(clk), .rst(rst), .D(sum[25]), .Q(q[24]));
DFF u_DFF25 (.clk(clk), .rst(rst), .D(sum[26]), .Q(q[25]));
DFF u_DFF26 (.clk(clk), .rst(rst), .D(sum[27]), .Q(q[26]));
DFF u_DFF27 (.clk(clk), .rst(rst), .D(sum[28]), .Q(q[27]));
DFF u_DFF28 (.clk(clk), .rst(rst), .D(sum[29]), .Q(q[28]));
DFF u_DFF29 (.clk(clk), .rst(rst), .D(sum[30]), .Q(q[29]));
DFF u_DFF30 (.clk(clk), .rst(rst), .D(sum[31]), .Q(q[30]));
DFF u_DFF31 (.clk(clk), .rst(rst), .D({m[32][15], m[32][15], m[32]}), .Q(q[31]));
FA u_FA0 (.in1(m[0]), .in2(q[0]), .out(sum[0]));
FA u_FA1 (.in1(m[1]), .in2(q[1]), .out(sum[1]));
FA u_FA2 (.in1(m[2]), .in2(q[2]), .out(sum[2]));
FA u_FA3 (.in1(m[3]), .in2(q[3]), .out(sum[3]));
FA u_FA4 (.in1(m[4]), .in2(q[4]), .out(sum[4]));
FA u_FA5 (.in1(m[5]), .in2(q[5]), .out(sum[5]));
FA u_FA6 (.in1(m[6]), .in2(q[6]), .out(sum[6]));
FA u_FA7 (.in1(m[7]), .in2(q[7]), .out(sum[7]));
FA u_FA8 (.in1(m[8]), .in2(q[8]), .out(sum[8]));
FA u_FA9 (.in1(m[9]), .in2(q[9]), .out(sum[9]));
FA u_FA10 (.in1(m[10]), .in2(q[10]), .out(sum[10]));
FA u_FA11 (.in1(m[11]), .in2(q[11]), .out(sum[11]));
FA u_FA12 (.in1(m[12]), .in2(q[12]), .out(sum[12]));
FA u_FA13 (.in1(m[13]), .in2(q[13]), .out(sum[13]));
FA u_FA14 (.in1(m[14]), .in2(q[14]), .out(sum[14]));
FA u_FA15 (.in1(m[15]), .in2(q[15]), .out(sum[15]));
FA u_FA16 (.in1(m[16]), .in2(q[16]), .out(sum[16]));
FA u_FA17 (.in1(m[17]), .in2(q[17]), .out(sum[17]));
FA u_FA18 (.in1(m[18]), .in2(q[18]), .out(sum[18]));
FA u_FA19 (.in1(m[19]), .in2(q[19]), .out(sum[19]));
FA u_FA20 (.in1(m[20]), .in2(q[20]), .out(sum[20]));
FA u_FA21 (.in1(m[21]), .in2(q[21]), .out(sum[21]));
FA u_FA22 (.in1(m[22]), .in2(q[22]), .out(sum[22]));
FA u_FA23 (.in1(m[23]), .in2(q[23]), .out(sum[23]));
FA u_FA24 (.in1(m[24]), .in2(q[24]), .out(sum[24]));
FA u_FA25 (.in1(m[25]), .in2(q[25]), .out(sum[25]));
FA u_FA26 (.in1(m[26]), .in2(q[26]), .out(sum[26]));
FA u_FA27 (.in1(m[27]), .in2(q[27]), .out(sum[27]));
FA u_FA28 (.in1(m[28]), .in2(q[28]), .out(sum[28]));
FA u_FA29 (.in1(m[29]), .in2(q[29]), .out(sum[29]));
FA u_FA30 (.in1(m[30]), .in2(q[30]), .out(sum[30]));
FA u_FA31 (.in1(m[31]), .in2(q[31]), .out(sum[31]));
assign Dout = sum[0];
endmodule
```
`/design/flow/run.sh`:
```
#!/bin/bash
# OpenROAD 26Q1-2900-gdf79404cd8, Yosys 0.63+post, stock flow scripts
make -C /OpenROAD-flow-scripts/flow DESIGN_CONFIG=/design/flow/config.mk WORK_HOME=/design/flow/orfs finish
```
`/design/flow/config.mk`:
```
export PLATFORM = sky130hd
export DESIGN_NAME = SRRC
export DESIGN_NICKNAME = SRRC
export VERILOG_FILES = /design/flow/design.v
export SDC_FILE = /design/flow/constraint.sdc
export NUM_CORES = 4
export LEC_CHECK = 1
export CORE_UTILIZATION = 50
```
`/design/flow/constraint.sdc`:
```
current_design SRRC

set clk_period 28.5
set clk_io_pct 0.2

create_clock -name clk0 -period $clk_period [get_ports {clk}]

set non_clock_inputs [all_inputs -no_clocks]
set_input_delay [expr $clk_period * $clk_io_pct] -clock clk0 $non_clock_inputs
set_output_delay [expr $clk_period * $clk_io_pct] -clock clk0 [all_outputs]
```
==> results.txt <==
Purpose: to document the outcome of synthesis and place and route.

Yosys
By area the synthesized netlist is led by sky130_fd_sc_hd__dfrtp_1 39%, sky130_fd_sc_hd__ha_1 18%, sky130_fd_sc_hd__xnor2_1 7.7%. The async set-or-reset flop fraction in the synthesized netlist is 100%. The cell total in the yosys stat output is 3432. In this run, distinct cell masters in the synthesized netlist total 81. The synthesized instance count is 3432. The number of warning messages in the yosys log is 2.

The count of flip-flops with a built-in enable after synthesis is 0. The top flip-flop cell by instance count after synthesis is sky130_fd_sc_hd__dfrtp_1. Post-synthesis, Yosys gives the total cell area as 35600 um^2. The share of synthesized area occupied by flip-flops and latches is 39.2%. In this run the mean area of a mapped cell was 10.4 um^2. The number of storage elements in the synthesis netlist is 557. The cell type with the largest total area after synthesis is sky130_fd_sc_hd__dfrtp_1. After synthesis the cells add up to 35600 um^2. The area fraction of the dominant cell type after synthesis is 39.2%.

Die
The die covers 72200 um^2. For reference, the placement row count at floorplan is 97. In this run the vertical extent of the chip is 269 um.

The die is 269 um wide. The core outline area is 70300 um^2. Before placement the cells fill 50.6% of the core. The top-level port count is 23.

Clocking
The clock root buffer master is sky130_fd_sc_hd__clkbuf_16. CTS built an H-tree with a depth of 3. The clock transition at the register clock pins on the worst setup and hold paths after CTS is 0.06 ns. The number of sinks handled by clock tree synthesis is 557. The number of post-CTS setup repair buffers is 0. The count of hold-fix buffers inserted at cts is 0. The CTS tree is yes.

The later-pin clock latency in the skew report is 0.61 ns. The number of buffers inserted during clock tree synthesis is 68. Gates resized during post-CTS repair numbered 0. The longest clock path from root to sink contains 3 buffers.

Min path
Looking at hold timing, the worst path starts from u_DFF12.Q[0]. The depth of the worst hold-timing path is 0. The worst hold-check path type is register to register. Hold analysis lists the worst path endpoint as u_DFF11.Q[0].

Power
The share of power burned in the clock network is 17.9%. Combinational cells account for 54.1% of the total power. In this run the VDD rail shows a maximum IR drop of 0.0730 mV. The fraction of power consumed by sequential logic is 27.9%. Internal power comes to 0.00300 W. The fraction of power spent switching nets is 38.9%. The reported net switching power is 0.00191 W. For this design the static power due to leakage is 18.6 nW. Dividing total power by cell area gives a power density of 125 nW/um^2.

Timing
The slew at the pin with the worst max-slew slack is 0.823 ns. Pins over their slew limit in the final report were tallied at 0. The number of endpoints failing setup at the final stage is 0. The worst path meets setup with 13.45 ns of slack. The normalized max-slew margin is 44.7%. The shortest clock period the worst path allows after layout is 15.05 ns. Setup repair after global routing left no endpoint under its margin. The maximum clock skew at final layout is 0.0269 ns. The aggregate negative setup slack is 0 ns. For this run, the top clock speed supported by timing is 66.5 MHz. The post-layout period usage of the worst path is 52.8%.

Counting endpoints that fail hold in the final report gives 0.

GRT
The via count of the first global-routing pass is 24.5k. The initial antenna violation count is 1. Looking at the global route congestion table, the highest-usage layer is met1.

Entering global routing, the biggest net connects 126 pins. Global routing used 32.0% of the available met2 tracks. For met1 alone, demand over resource in global routing was 32.6%. The total track usage is 20.9%. Global routing finished with a remaining overflow of 0. The first global-routing pass estimated 119 mm of wire. The met3 capacity usage during global routing is 3.61%.

Layout
The non-filler instance count after layout is 4520. The final layout report lists a filler cell count of 5679. Per the layout area report, the register area comes to 13900 um^2. The most frequent logic cell in the layout is sky130_fd_sc_hd__dfrtp_1.

The most common logic cells in the final layout are 557 x sky130_fd_sc_hd__dfrtp_1, 503 x sky130_fd_sc_hd__ha_1, 339 x sky130_fd_sc_hd__a21oi_1. The total area of multi-input combinational cells is 21100 um^2. The fraction of the core area covered by cells at the end of the flow is 56.1%. In the final layout, the share of cells above drive strength 1 is 5.20%. The area growth from synthesis to layout is 10.8%.

Critical path
The kind of launch point of the worst setup path is a primary input. The worst setup path is captured at an output port. The launch point of the worst register-to-register path is recorded as u_DFF3.Q[0]. The critical path class is primary input to output port. The cell occurring most often along the worst timing path is sky130_fd_sc_hd__a21oi_1. The maximum fanout encountered on the critical timing path is 36. The endpoint required time on the critical path is 22.80 ns. Data arrives at the worst endpoint at 9.35 ns. The family with the most delay on the worst path is AND-OR/OR-AND gates. The library cell contributing the largest single delay on the critical path is sky130_fd_sc_hd__buf_4. The reg-to-reg endpoint is u_DFF2.Q[16]. The setup slack of the worst register-to-register path is 25.70 ns. The critical path contains buffers and inverters numbering 3 combined. The critical path goes through buf_2 > buf_4 > ha_4 > ha_1 > a21o_1 > a21oi_1 > nor2b_1 > o21ai_1 > a21oi_1 > a211o_1 > a21oi_1 > xnor2_1 > clkdlybuf4s50_1. The delay of the slowest critical-path stage is 0.54 ns. The worst reg2reg path depth is 10.

Drt
Once iteration 0 of detailed routing completed, the report listed 1271 DRC markers. The number of inserted diodes is 0. The total detailed-routing wirelength is 70.7 mm. The first detailed-routing pass ran for 7 iterations.

After detailed routing, the number of remaining DRC violations is 0. Once detail routing completed, the nets flagged for antenna violations numbered 0. For this run, the detailed router reports a per-instance via density of 5.58. The routed layout has 25.2k vias. For this sky-water flow run, the detailed-routed wirelength per cell is reported as 15.7 um.

Placement
The congestion estimate from routability-driven global placement came to 0.891. The half-perimeter wire length after detailed placement is 49.0 mm. OpenSTA, run right after detailed placement, puts the worst setup slack at 13.40 ns. After detailed placement, the design holds a cell count of 4400. The number of port buffers is 21.

Run
The stage-log warning count is 37. The count of maximum capacitance violations is 0.

Status
The flow ran to the end, and the final reports show no timing, DRC or antenna violations.
## per-layer routing
| metal | wire length (um) | up-vias |
|---|---|---|
| met3 | 3150 | 93 |
| met5 | 15 | - |
| met1 | 34000 | 12100 |
| li1 | - | 12700 |
| met4 | 1560 | 2 |
| met2 | 32000 | 415 |
## power by group through the flow
stage,sequential [W],clock [W],combinational (W)
6_report,0.00137,0.000881,0.00266
5_1_grt,0.00141,0.000942,0.00301
4_1_cts,0.00138,0.000910,0.00267
## worst max-delay path by stage
| stage | from | to | slack (ns) | cells past startpoint |
|---|---|---|---|---|
| CTS | Din[0] | Dout[17] | 13.38 | 13 |
| global route | Din[0] | Dout[17] | 13.19 | 13 |
| finish | Din[0] | Dout[17] | 13.45 | 13 |
## stage by stage
stage | hold WS, ns | area, um^2 | power (W)
final | 0.330 | 39400 | 0.00491
after global routing | 0.336 | 39400 | 0.00537
after CTS | 0.330 | 39400 | 0.00496
after detailed placement | 0.335 | 37100 | 0.00403
after global placement | 0.332 | 37100 | 0.00400
after floorplan | 0.331 | 35600 | 0.00349
## cell type report
type / instances / area share (%)
Timing Repair Buffer: 44 / 1.01
Multi-Input combinational cell: 2719 / 53.5
Sequential cell: 557 / 35.4
Tap cell: 940 / 2.98
Clock buffer: 92 / 4.85
Clock inverter: 28 / 0.962
Inverter: 140 / 1.35
## Yosys cell counts, types with 54 or more instances
cell                       instances
sky130_fd_sc_hd__o21ai_0         124
sky130_fd_sc_hd__nand2_1         125
sky130_fd_sc_hd__a21o_1          179
sky130_fd_sc_hd__dfrtp_1         557
sky130_fd_sc_hd__o21bai_1         69
sky130_fd_sc_hd__xnor2_1         314
sky130_fd_sc_hd__nor2b_1          67
sky130_fd_sc_hd__nor3_1           73
sky130_fd_sc_hd__xor2_1          136
sky130_fd_sc_hd__a21oi_1         339
sky130_fd_sc_hd__ha_1            506
sky130_fd_sc_hd__nand3_1          54
sky130_fd_sc_hd__nor2_1          217
sky130_fd_sc_hd__inv_1           140
## cells by family after synthesis
kind of cell / count (synthesis) / synth area share, %
AND/OR/NAND/NOR: 696 / 9.54
buffers and inverters: 156 / 1.68
XOR/XNOR: 450 / 11.1
AND-OR/OR-AND: 1030 / 18.8
adder cells (fa/ha/maj): 538 / 19.6
flip-flops: 557 / 39.2
multiplexers: 5 / 0.144
## worst reg2reg max path, stage by stage (launching register included)
cell and delay, ns:
sky130_fd_sc_hd__dfrtp_1 0.40, sky130_fd_sc_hd__ha_1 0.22, sky130_fd_sc_hd__fa_1 0.40, sky130_fd_sc_hd__a21oi_1 0.25, sky130_fd_sc_hd__o21ai_1 0.09, sky130_fd_sc_hd__a21o_1 0.19, sky130_fd_sc_hd__o31a_1 0.29, sky130_fd_sc_hd__a211o_1 0.32
sky130_fd_sc_hd__o311a_1 0.31, sky130_fd_sc_hd__nor2_1 0.12, sky130_fd_sc_hd__xnor2_1 0.13
Power figures rest on the tool's default switching activity, not on a simulated workload.
